==> ./design.v <==
module ksa(input logic clk, input logic rst_n,
           input logic en, output logic rdy,
           input logic [23:0] key,
           output logic [7:0] addr, input logic [7:0] rddata, output logic [7:0] wrdata, output logic wren);
initial rdy = 1'b0;
reg [4:0] seq_flag;
reg addr_plus_flag;
reg write_or_nah;
reg [7:0] j, j_new, temp_addr, si, sj, count;
reg stop;
initial begin
    write_or_nah = 0;
    j = 8'b00000000;
    seq_flag = 5'b00000;
    temp_addr = 8'b00000000;
    si = 8'b00000000;
    sj = 8'b00000000;
    addr = 8'b00000000;
    addr_plus_flag = 1'b0;
    wrdata = 8'b00000000;
    stop = 0;
    count =0;
end
always @(posedge clk or negedge rst_n) begin 
    if (rst_n == 0) begin
        stop = 0;
        count =0;
        write_or_nah <=0;
        j <= 0;
        temp_addr <=0;
        si = 8'b00000000;
        sj = 8'b00000000;
        addr = 8'b00000000;
        rdy <= 1'b0;
        wrdata <= 0;
        seq_flag <= 0;
        addr_plus_flag <= 0;
        addr <= 0;
    end else begin
    if (rdy == 1'b1) begin
        if (seq_flag == 31) begin
            seq_flag <= 0;
            addr_plus_flag <= 1;
            if (count == 255) begin
            rdy <= 1'b0;
            stop <= 1;
            write_or_nah = 0;
            end else begin
            addr <= addr + 1;
            count <= count + 1;
            rdy <= 1'b0;
            write_or_nah = 0;
            end
        end
        if (seq_flag < 31) begin
            if (seq_flag%5 ==4||seq_flag%5 ==3||seq_flag%5 ==2||seq_flag%5 ==1)
            rdy <= 1'b0;
            else
            rdy <= 1'b1;
            addr_plus_flag <= 0;
            seq_flag <= seq_flag + 1;
        end 
    end else begin
        if (addr <= 255 && en == 1 && stop == 0) begin
           if (seq_flag == 0) begin
           rdy <=1;
           if (en == 1) begin
           seq_flag <= seq_flag + 1;
           write_or_nah = 0;
           end
           end 
           else if (seq_flag == 5) begin
           rdy <=1;
           if (en == 1) begin
           si <= rddata;
           seq_flag <= seq_flag + 1;
           write_or_nah = 0;
           end
           end
           else if (seq_flag == 10) begin
           rdy <=1;
           if (en == 1) begin
           if (addr%3 == 0)
                j <= (j + si + key[23:16])%256;
           else if (addr%3 == 1)
                j <= (j + si + key[15:8])%256;
           else  
                j <= (j + si + key[7:0])%256;
           seq_flag <= seq_flag + 1;
           write_or_nah = 0;
           end
           end
           else if (seq_flag == 15) begin 
           rdy <=1;
           if (en == 1) begin
           temp_addr <= addr;
           addr <= j;
           seq_flag <= seq_flag + 1;
           write_or_nah = 0;
           end
           end
           else if (seq_flag == 20) begin
           rdy <=1;
           if (en == 1) begin
           sj <= rddata; 
           seq_flag <= seq_flag + 1;
           write_or_nah = 0;
           end
           end
           else if (seq_flag == 25) begin
           rdy <=1;
           if (en == 1) begin
           wrdata <= si;
           seq_flag <= seq_flag + 1;
           write_or_nah = 1;
           end
           end
           else if (seq_flag == 30) begin
           rdy <=1;
           if (en == 1) begin
           addr <= temp_addr;
           wrdata <= sj;
           seq_flag <= seq_flag + 1;
           write_or_nah = 1;
           end
           end
           else if (seq_flag !=30 &&seq_flag !=25&&seq_flag !=20 &&seq_flag !=15 &&seq_flag !=10 &&seq_flag !=5 &&seq_flag !=0) begin
           if (en == 1) begin
           seq_flag <= seq_flag + 1;
           write_or_nah = 0;
           end
           end
end
end
end
end
always_comb begin
    if ( en == 1'b1 && write_or_nah == 1'b1)
        wren = 1'b1;
    else 
        wren = 1'b0;
end
endmodule: ksa
==> ./run.sh <==
#!/bin/bash
# OpenROAD 26Q1-2900-gdf79404cd8, Yosys 0.63+post, stock flow scripts
make -C /OpenROAD-flow-scripts/flow DESIGN_CONFIG=/design/flow/config.mk WORK_HOME=/design/flow/orfs finish
==> ./config.mk <==
export PLATFORM = sky130hd
export DESIGN_NAME = ksa
export DESIGN_NICKNAME = ksa
export VERILOG_FILES = /design/flow/design.v
export SDC_FILE = /design/flow/constraint.sdc
export NUM_CORES = 4
export LEC_CHECK = 1
export CORE_UTILIZATION = 50
==> ./constraint.sdc <==
current_design ksa

set clk_period 10.8
set clk_io_pct 0.2

create_clock -name clk0 -period $clk_period [get_ports {clk}]

set non_clock_inputs [all_inputs -no_clocks]
set_input_delay [expr $clk_period * $clk_io_pct] -clock clk0 $non_clock_inputs
set_output_delay [expr $clk_period * $clk_io_pct] -clock clk0 [all_outputs]
==> metrics.yaml <==
status: "completed"
grt_pass1_vias: 4434
r2r-end: "j[7]$_DFFE_PN0P_"
area_growth_pct: 14.3
drt-vias-per-instance: 5.84
yosysWarnings: 1
clkLatencyLatePin_ns: 0.35
relSlewSlack: 0.465
maxSlewViolCount: 0
finalHoldViolations: 0
reg2reg_depth: 32
portBuffers: 52
finish.utilization: 0.594
cts_tree: "done"
antenna_found_initial: 0
hold_end: "stop$_DFFE_PN0P_"
cts_setup_buffers: 0
edf_count: 0
topCombFamilyByArea: "AND-OR/OR-AND gates"
fp_util: 0.519
fp.dieW_um: 106
ys_sh_aoi: 0.222
reg2reg_slack_ns: 1.97
antenna_left: 0
worstPathArrival_ns: 9.10
diodes: 0
finalCriticalPeriod_ns: 8.83
p_per_area_nw_per_um2: 370
dp_hpwl_um: 9320
leakage_nw: 2.76
final_layout_top_logic_cells: "nand2_1, dfrtp_1, clkdlybuf4s50_1"
grt.overflow.total: 0
lay_top_count: "nand2_1"
min_path_type: "reg2reg"
syn_area_per_cell_um2: 8.64
finalSetupViolations: 0
worstHoldStart: "stop$_DFFE_PN0P_"
tightest_slew_ns: 0.794
whs_ns: 0.460
drt_drc_violations_left: 0
worst_clock_skew_ns: 0.0147
cp_slowest_cell: "dfrtp_1"
cts-resized-gates: 0
ys_seq_share: 0.296
avgRoutedWirePerCell_um: 16.1
tns_ns: 0
clockRootBuffer: "clkbuf_8"
drive_above_1_share: 0.104
wirelength_um: 12800
synth-xor-area-share: 0.0562
core_region_area_um2: 10400
r2r_start: "addr[7]$_DFFE_PN0P_"
cts_buffers: 9
worst_path_most_repeated_cell: "ha_1"
warnings: 35
fmax_mhz: 113
end_kind: "flop"
mux_share: 0.108
syn_area_um2: 5410
cts_hold_buf: 0
firstDrtPassIters: 5
grt_max_degree: 44
start_kind: "flop"
synthCells: 626
vias: 4657
ys_seq_elements: 64
chipHeight_um: 106
async_reset_ff_frac: 1.00
rows: 37
critical_path.max_fanout: 28
first_iter_violations: 296
cts_num_sinks: 64
max_stage_delay_ns: 0.87
flop_cell: "dfrtp_1"
ir_drop_v: 0.000248
simple_gate_share: 0.189
cp.required_ns: 11.08
io_pins: 53
clk_pin_slew_worst_paths_ns: 0.09
post-route-period-util: 0.817
fa_ha_area_frac: 0.0814
yosys_cells: 626
holdPathStages: 1
die-area_um2: 11200
synth.distinct_cells: 78
grtUsageTotal: 0.247
synth_chip_area_um2: 5410
path_class: "reg2reg"
maxCapViolCount: 0
gp_congestion: 0.879
rsz0062_at_grt: "false"
grt_pass1_wl_um: 21700
cts_buffer_depth: 2
h-tree-depth: 3
-- sequential cells by signal, indices dropped and copies added (netlist names) --
register      cells
count             8
si                8
seq_flag          5
addr              8
write_or_nah      1
rdy               1
temp_addr         8
j                 8
sj                8
stop              1
wrdata            8
-- synthesized netlist by cell type, types with 3 or more instances --
cell type	instances	share of area
a211o_1	4	0.0065
a21boi_0	3	0.0042
a21o_1	10	0.014
a21oi_1	41	0.038
a221o_1	3	0.0056
a31oi_1	6	0.0069
and2_1	5	0.0058
and3_1	6	0.0069
buf_2	4	0.0037
buf_6	4	0.0083
clkbuf_1	26	0.018
dfrtp_1	64	0.30
ha_1	32	0.074
inv_1	20	0.014
mux2_2	28	0.058
mux2i_1	23	0.043
nand2_1	81	0.056
nand2b_1	7	0.0081
nand3_1	22	0.020
nand4_1	5	0.0058
nor2_1	35	0.024
nor2b_1	11	0.013
nor3_1	7	0.0065
nor3b_1	6	0.0083
nor4_1	6	0.0069
o2111ai_1	3	0.0049
o21a_1	3	0.0042
o21ai_0	49	0.045
o21ai_1	5	0.0046
o21bai_1	5	0.0069
o221ai_1	3	0.0049
o22ai_1	5	0.0058
o31a_1	3	0.0049
o32ai_1	3	0.0049
xnor2_1	20	0.032
xor2_1	11	0.018
-- final cells by class --
type / count / area [µm²]
inverters: 21 / 78.8
well taps: 136 / 170
clock inverters: 7 / 105
flip-flops and latches: 64 / 1600
clock buffers: 9 / 124
repair buffers: 57 / 553
fillers: 903 / 4230
multi-input cells: 504 / 3550
-- worst max path at each step --
stage                               start               end  slack [ns]  cells past startpoint
final                 addr[7]$_DFFE_PN0P_  j[7]$_DFFE_PN0P_        1.97                     32
after CTS             addr[7]$_DFFE_PN0P_  j[7]$_DFFE_PN0P_        2.00                     32
after global routing  addr[7]$_DFFE_PN0P_  j[7]$_DFFE_PN0P_        1.15                     32
-- logic make-up after synthesis --
family                     after synthesis
AOI/OAI and AO/OA                      177
DFF                                     64
xor gates and xnor gates                33
and+or+nand+nor                        207
buffers and inverters                   58
adders and majority gates               34
muxes                                   53
-- report_power, final --
group	internal, mW	switching, mW	total [mW]
Combinational	0.729	0.883	1.61
Sequential	0.313	0.127	0.440
Clock	0.133	0.104	0.237
Total	1.17	1.12	2.29
-- metal layers --
| layer | GRT usage | vias to the layer above | share of wire |
|---|---|---|---|
| met5 | 0 | - | 0 |
| met4 | 0.0337 | 0 | 0.0098 |
| met3 | 0.0331 | 13 | 0.041 |
| met2 | 0.379 | 107 | 0.46 |
| met1 | 0.393 | 2190 | 0.49 |
| li1 | - | 2347 | - |
-- critical path: cells and delay by family, from the launching register on --
| kind | cells | cell delay, ns |
|---|---|---|
| AND-OR/OR-AND | 15 | 3.03 |
| AND/OR/NAND/NOR | 7 | 2.12 |
| adder cells (fa/ha/maj) | 4 | 1.39 |
| flip-flops | 1 | 0.87 |
| XOR/XNOR | 4 | 0.72 |
| multiplexers | 2 | 0.63 |
-- metrics by stage --
stage	instances	instance area, µm²	total power [mW]	setup slack (ns)
floorplan	626	5410	1.73	2.95
global placement	782	5960	2.02	2.22
detailed placement	782	5960	2.04	2.04
CTS	798	6180	2.29	2.00
global route	798	6180	2.53	1.15
finish	798	6180	2.29	1.97
Power and IR drop assume default switching activity.
