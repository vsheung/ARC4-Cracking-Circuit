===== ./run.sh =====
#!/bin/bash
# OpenROAD 26Q1-2900-gdf79404cd8, Yosys 0.63+post, stock flow scripts
make -C /OpenROAD-flow-scripts/flow DESIGN_CONFIG=/design/flow/config.mk WORK_HOME=/design/flow/orfs finish

===== ./config.mk =====
export PLATFORM = sky130hd
export DESIGN_NAME = counter
export DESIGN_NICKNAME = counter
export VERILOG_FILES = /design/flow/design.v
export SDC_FILE = /design/flow/constraint.sdc
export NUM_CORES = 4
export LEC_CHECK = 1
export CORE_AREA = 10 10 70 70
export DIE_AREA = 0 0 80 80

===== ./constraint.sdc =====
current_design counter

set clk_period 2.8
set clk_io_pct 0.2

create_clock -name clk0 -period $clk_period [get_ports {clk}]

set non_clock_inputs [all_inputs -no_clocks]
set_input_delay [expr $clk_period * $clk_io_pct] -clock clk0 $non_clock_inputs
set_output_delay [expr $clk_period * $clk_io_pct] -clock clk0 [all_outputs]

===== ./design.v =====
module arc4(input logic clk, input logic rst_n,
            input logic en, output logic rdy,
            input logic [23:0] key,
            output logic [7:0] ct_addr, input logic [7:0] ct_rddata,
            output logic [7:0] pt_addr, input logic [7:0] pt_rddata, output logic [7:0] pt_wrdata, output logic pt_wren);
    wire ksa_en, prga_en;
    wire [7:0] s_addr, s_wrdata, q;
    wire s_wren;
    wire rdy_init, wren_init;
    wire [7:0] addr_init, wrdata_init;
    wire rdy_ksa, wren_ksa;
    wire [7:0] addr_ksa, wrdata_ksa;
    wire rdy_prga, wren_prga;
    wire [7:0] addr_prga, wrdata_prga;
    wire [9:0] counter_out;
    counter counter1(counter_out, wren_ksa, rst_n, clk);
    s_mem s(s_addr, clk, s_wrdata, s_wren, q);
    init i(clk, rst_n, en, rdy_init, 
           addr_init, wrdata_init, wren_init);
    ksa k(clk, rst_n, ksa_en, rdy_ksa, 
           key, addr_ksa, q, wrdata_ksa, wren_ksa);
    prga p(clk, rst_n, prga_en, 
           rdy_prga, key, addr_prga,
           q, wrdata_prga, wren_prga,
           ct_addr, ct_rddata, pt_addr,
           pt_rddata, pt_wrdata, pt_wren);
    assign ksa_en = wren_init ? 0 : 1;
    assign prga_en = (counter_out > 765)? 1 : 0;
    assign s_addr = (wren_init == 1)? addr_init: ((counter_out > 765)? addr_prga: addr_ksa);
    assign s_wrdata = (wren_init == 1)? wrdata_init: ((counter_out > 765)? wrdata_prga: wrdata_ksa);
    assign s_wren = (wren_init == 1)? wren_init: ((counter_out > 765)? wren_prga: wren_ksa);
endmodule: arc4
module counter(out, enable, reset, clk);
input enable, reset, clk;
output reg [9:0] out;
initial out = 0;
always @(posedge clk) begin
    if (reset == 1'b0) begin
        out <= 10'b0000000000;
    end else begin
        if (enable == 1) begin
        out <= out + 1;
        end 
        end
end
endmodule

==> flow.log <==
[flow] summary of implementation run
INFO  metric status = finished clean
INFO  metric critical_path_type = input port to flop
INFO  metric crit_arrival = 1.98 ns
INFO  metric dpl_worst_slack = 0.747 ns
INFO  metric asyncSetResetFlopFracSynth = 0%
INFO  metric fin_skew = between 0.003 and 0.004 ns
INFO  metric power.density_cell_area = ~450 mW/mm2
INFO  metric worst_setup_hold_path_clk_slew = 0.07 ns
INFO  metric grt_overflow = 0
INFO  metric post_synth_ao_oa_area_fraction = 12.4%
INFO  metric post-synth-top-area-cell = sky130_fd_sc_hd__dfxtp_1
INFO  metric min_setup_slack_post_route = 1.02 ns
INFO  metric dieArea = 0.00640 mm2
INFO  metric yosys-top-cells-count = 10 x sky130_fd_sc_hd__dfxtp_1, 4 x sky130_fd_sc_hd__and2_1, 4 x sky130_fd_sc_hd__nand2_1
INFO  metric ys_sh_adder = 2.70%
INFO  metric placement.io_buffers = 12
INFO  metric clock_insertion_delay_worst_skew = 0.27 ns
INFO  metric layout_worst_path_cycle_share = 63.6%
INFO  metric tightestPinTransition = 0.364 ns
INFO  metric number_of_global_route_vias_before_repair = 402
INFO  metric die_x = 80 um
INFO  metric synth.cellmix.simpleShare = 25.7%
INFO  metric global_route_wire_length_before_repair = 1930 um
INFO  metric drv_slew = 0
INFO  metric ys.flop_type = sky130_fd_sc_hd__dfxtp_1
INFO  metric enable_flop_cells = 0
INFO  metric post_synth_main_area_contributors = sky130_fd_sc_hd__dfxtp_1 43%, sky130_fd_sc_hd__xnor2_1 5.7%, sky130_fd_sc_hd__and2_1 5.4%
INFO  metric number_of_cells_in_yosys_stat = 49
INFO  metric yosys-mux-area-fraction = under 10%
INFO  metric static-leakage-power = 0.208 nW
INFO  metric setup_violation_total_in_the_final_timing_report = 0
INFO  metric max-cap-violations = 0
INFO  metric clock_path_buffers = 2
INFO  metric top_regs = out x10
INFO  metric whs = between 0.4 and 0.5 ns
INFO  metric cts_post_setup_buffers_inserted = 0
INFO  metric setup.worst_path.start_class = input port
INFO  metric synth_cells = 49
INFO  metric post_synth_xor_area_fraction = 7.57%
INFO  metric regMostFlops = out
INFO  metric openroad.warnings = 25
INFO  metric postRouteWirelength = 1100 um
INFO  metric tritoncts_sinks = 10
INFO  metric core = 0.00342 mm2
INFO  metric largest_net_degree_at_the_start_of_global_routing = 13
INFO  metric post_cts_resized = 0
INFO  metric cts_htree_levels = 1
INFO  metric postSynthSeqShare = 43.2%
INFO  metric number_of_flip_flops_under_the_largest_register_name = 10
INFO  metric ys_chip_area = 463 um2
INFO  metric yosysMostFrequentCell = sky130_fd_sc_hd__dfxtp_1
INFO  metric tritoncts = yes
INFO  metric cts-root-buf = sky130_fd_sc_hd__clkbuf_4
INFO  metric req_time_crit_path = ~3.0 ns
INFO  metric timing.setup.tns = 0 ns
INFO  metric grt_util_all_layers = about 3.7%
INFO  metric num_vias = 408
INFO  metric post-synth-top-area-fraction = 43.2%
INFO  metric cts_buffers = 3
INFO  metric syn-cell-area = 463 um2
INFO  metric floorplanUtilization = 13.6%
INFO  metric ys.flops = 10
INFO  metric min_path_type = flop to flop
INFO  metric synth.yosys.warnings = 1
INFO  metric drt_first_iter_violations = 5
INFO  metric min_tclk_post_route = 1.78 ns
INFO  metric worst_ir_drop_vdd = ~270 uV
INFO  metric setup.worst_path.end_class = flop
INFO  metric initial_antenna_violation_count = 0
INFO  metric worst-path-max-fanout = 6
INFO  metric final.fill_count = around 390
INFO  metric syn_area_per_cell = 9.45 um2
INFO  metric timing.max_slew.rel_slack = ~76%
INFO  metric firstDrtPassIters = 4
INFO  metric topCombFamilyByArea = simple AND/OR/NAND/NOR gates
INFO  metric achievable-frequency = about 0.56 GHz
INFO  metric via_per_inst = 3.74
INFO  metric post-route-drc-count = 0
INFO  metric top_level_ports = 13
INFO  metric finalWeightedCongestion = 0.798
INFO  metric die_span_y = 80 um
INFO  metric drt.antenna.violating_nets = 0
INFO  metric placed_wire_length_estimate = 835 um
INFO  metric post_route_cells_drive_above_1_share = 7.94%
INFO  metric hold_buffers = 0
INFO  metric floorplan.rows = 21
INFO  metric area_grow_syn2layout = 43.8%
INFO  metric synthDistinctLibCells = 24
INFO  metric report.final.hold_viol_count = 0
INFO  metric insertedDiodeCount = 0
INFO  metric grt_setup_unrepaired = false
INFO  metric wl_per_cell = 10.1 um
[cells by family (layout without fill, tap and decap cells)]
kind of cell               Yosys count  in the layout
xor gates and xnor gates             4              4
buffers and inverters                4             18
AOI/OAI and AO/OA                    8              8
and+or+nand+nor                     20             20
muxes                                2              2
adders and majority gates            1              1
DFF                                 10             10
[critical path: stages]
cell                              delay, ns
sky130_fd_sc_hd__clkdlybuf4s50_1       0.60
sky130_fd_sc_hd__nand3_2               0.16
sky130_fd_sc_hd__or4_1                 0.52
sky130_fd_sc_hd__a21boi_1              0.14
[cell usage in the layout (no fill, tap or decap), types with 3 or more instances in the layout]
master                             n
sky130_fd_sc_hd__xnor2_1           3
sky130_fd_sc_hd__dfxtp_1          10
sky130_fd_sc_hd__nand2_1           4
sky130_fd_sc_hd__clkbuf_4          3
sky130_fd_sc_hd__and2_1            4
sky130_fd_sc_hd__nand4_1           3
sky130_fd_sc_hd__clkdlybuf4s50_1  12
[cell type report]
cell class | count | area [um2] | share of cell area, %
tap | 46 | 57.6 | 8.65
timing repair buffer | 12 | 120 | 18.0
clock buffer | 4 | 36.3 | 5.45
sequential | 10 | 200 | 30.1
multi-input combinational | 35 | 244 | 36.7
inverter | 2 | 7.51 | 1.13
[stage by stage]
stage	utilization (%)	total power, mW	instances	instance area [um2]
after floorplan	-	0.163	49	463
after global placement	18.4	0.173	105	629
after detailed placement	18.4	0.173	105	629
final	19.5	0.301	109	666
after global routing	19.5	0.314	109	666
after CTS	19.5	0.304	109	666
[power by group]
group	switching (mW)	internal (mW)	total, mW	leakage [nW]
clock	0.0516	0.0790	0.131	0.0210
sequential	0.00441	0.145	0.150	0.0809
combinational	0.00759	0.0128	0.0204	0.106
[worst paths after layout]
check | cells after the start | start | end | slack [ns]
min reg2reg | 2 | out[9]$_SDFFE_PN0P_ | out[9]$_SDFFE_PN0P_ | 0.47
max | 4 | enable | out[7]$_SDFFE_PN0P_ | 1.02
min | 2 | out[9]$_SDFFE_PN0P_ | out[9]$_SDFFE_PN0P_ | 0.47
max reg2reg | 4 | out[0]$_SDFFE_PN0P_ | out[8]$_SDFFE_PN0P_ | 1.36
[metal layers]
layer	track usage (%)	routed length, um	vias to the layer above
met5	0	0	-
met4	0.352	0	0
met3	2.05	95	0
met2	4.90	401	18
met1	5.32	605	187
li1	-	-	203
Power and IR drop assume default switching activity.
