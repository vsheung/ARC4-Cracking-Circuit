==> ./design.v <==
module prga(input logic clk, input logic rst_n,
            input logic en, output logic rdy,
            input logic [23:0] key,
            output logic [7:0] s_addr, input logic [7:0] s_rddata, output logic [7:0] s_wrdata, output logic s_wren,
            output logic [7:0] ct_addr, input logic [7:0] ct_rddata,
            output logic [7:0] pt_addr, input logic [7:0] pt_rddata, output logic [7:0] pt_wrdata, output logic pt_wren);
initial rdy = 1'b0;
reg [6:0] seq_flag;
reg write_or_nah_pt, write_or_nah_s;
reg [7:0] i, j, k, temp_addr, comb_addr, si, sj, scomb_add, ciphertext;
reg [7:0] pad;
assign s_wren = write_or_nah_s? 1:0;
assign pt_wren = write_or_nah_pt? 1:0;
initial begin
    write_or_nah_pt <= 0;
    write_or_nah_s <= 0;
    i <= 8'b00000000;
    j <= 8'b00000000;
    k <= 8'b00000010;
    seq_flag <= 6'b000000;
    temp_addr <= 8'b00000000;
    si <= 8'b00000000;
    sj <= 8'b00000000;
    scomb_add <= 8'b00000000;
    s_addr <= 8'b00000000;
    ct_addr <= 8'b00000001;
    pt_addr <= 8'b00000001;
    comb_addr <= 8'b00000000;
    s_wrdata <= 8'b00000000;
    pt_wrdata <= 8'b00000000;
end
always @(posedge clk or negedge rst_n) begin 
    if (rst_n == 0) begin
        rdy <= 1'b0;
        write_or_nah_pt <= 0;
        write_or_nah_s <= 0;
        i <= 8'b00000000;
        j <= 8'b00000000;
        k <= 8'b00000010;
        seq_flag <= 6'b000000;
        temp_addr <= 8'b00000000;
        si <= 8'b00000000;
        sj <= 8'b00000000;
        scomb_add <= 8'b00000000;
        s_addr <= 8'b00000000;
        ct_addr <= 8'b00000001;
        pt_addr <= 8'b00000001;
        comb_addr <= 8'b00000000;
        s_wrdata <= 8'b00000000;
        pt_wrdata <= 8'b00000000;
    end else begin
    if (rdy == 1'b1) begin
        if (seq_flag == 126) begin
            seq_flag <= 0;
            s_addr <= s_addr + 1;
            ct_addr <= ct_addr + 1;
            pt_addr <= pt_addr + 1;
            rdy <= 1'b0;
            write_or_nah_pt <= 0;
            write_or_nah_s <= 0;
        end
        if (seq_flag < 126) begin
            if (seq_flag%5 ==4||seq_flag%5 ==3||seq_flag%5 ==2||seq_flag%5 ==1)
            rdy <= 1'b0;
            else
            rdy <= 1'b1;
            seq_flag <= seq_flag + 1;
        end 
    end else begin
        if (ct_addr <= k && en == 1) begin
           if (seq_flag == 0) begin
           rdy <=1;
           if (en == 1) begin
           temp_addr <= ct_addr;
           seq_flag <= seq_flag + 1;
           write_or_nah_pt = 0;
           write_or_nah_s = 0;
           end
           end 
           else if (seq_flag == 5) begin
           rdy <=1;
           if (en == 1) begin
           ct_addr <= 0;
           seq_flag <= seq_flag + 1;
           write_or_nah_pt = 0;
           write_or_nah_s = 0;
           end
           end 
           else if (seq_flag == 10) begin
           rdy <=1;
           if (en == 1) begin
           k <= ct_rddata;
           seq_flag <= seq_flag + 1;
           write_or_nah_pt = 0;
           write_or_nah_s = 0;
           end
           end 
           else if (seq_flag == 15) begin
           rdy <=1;
           if (en == 1) begin
           ct_addr <= temp_addr;
           i <= (i + 1)%256;
           seq_flag <= seq_flag + 1;
           write_or_nah_pt = 0;
           write_or_nah_s = 0;
           end
           end 
           else if (seq_flag == 20) begin
           rdy <=1;
           if (en == 1) begin
           s_addr <= i;
           seq_flag <= seq_flag + 1;
           write_or_nah_pt = 0;
           write_or_nah_s = 0;
           end
           end 
           else if (seq_flag == 25) begin
           rdy <=1;
           if (en == 1) begin
           si <= s_rddata;
           seq_flag <= seq_flag + 1;
           write_or_nah_pt = 0;
           write_or_nah_s = 0;
           end
           end
           else if (seq_flag == 30) begin
           rdy <=1;
           if (en == 1) begin
           j <= (j + si)%256;
           seq_flag <= seq_flag + 1;
           write_or_nah_pt = 0;
           write_or_nah_s = 0;
           end
           end
           else if (seq_flag == 35) begin
           rdy <=1;
           if (en == 1) begin
           s_addr <= j;
           seq_flag <= seq_flag + 1;
           write_or_nah_pt = 0;
           write_or_nah_s = 0;
           end
           end 
           else if (seq_flag == 40) begin
           rdy <=1;
           if (en == 1) begin
           sj <= s_rddata;
           seq_flag <= seq_flag + 1;
           write_or_nah_pt = 0;
           write_or_nah_s = 0;
           end
           end 
           else if (seq_flag == 45) begin
           rdy <=1;
           if (en == 1) begin
           s_wrdata <= si;
           seq_flag <= seq_flag + 1;
           write_or_nah_pt = 0;
           write_or_nah_s = 1;
           end
           end
           else if (seq_flag == 50) begin
           rdy <=1;
           if (en == 1) begin
           s_addr <= i;
           s_wrdata <= sj;
           seq_flag <= seq_flag + 1;
           write_or_nah_pt = 0;
           write_or_nah_s = 1;
           end
           end
           else if (seq_flag == 55) begin
           rdy <=1;
           if (en == 1) begin
           ct_addr <= temp_addr;
           seq_flag <= seq_flag + 1;
           write_or_nah_pt = 0;
           write_or_nah_s = 0;
           end
           end
           else if (seq_flag == 60) begin
           rdy <=1;
           if (en == 1) begin
           s_addr <= i;
           seq_flag <= seq_flag + 1;
           write_or_nah_pt = 0;
           write_or_nah_s = 0;
           end
           end 
           else if (seq_flag == 65) begin
           rdy <=1;
           if (en == 1) begin
           si <= s_rddata;
           seq_flag <= seq_flag + 1;
           write_or_nah_pt = 0;
           write_or_nah_s = 0;
           end
           end
           else if (seq_flag == 70) begin
           rdy <=1;
           if (en == 1) begin
           s_addr <= j;
           seq_flag <= seq_flag + 1;
           write_or_nah_pt = 0;
           write_or_nah_s = 0;
           end
           end 
           else if (seq_flag == 75) begin
           rdy <=1;
           if (en == 1) begin
           sj <= s_rddata;
           seq_flag <= seq_flag + 1;
           write_or_nah_pt = 0;
           write_or_nah_s = 0;
           end
           end
           else if (seq_flag == 80) begin
           rdy <=1;
           if (en == 1) begin
           comb_addr <= si + sj;
           seq_flag <= seq_flag + 1;
           write_or_nah_pt = 0;
           write_or_nah_s = 0;
           end
           end
           else if (seq_flag == 85) begin
           rdy <=1;
           if (en == 1) begin
           s_addr <= comb_addr;
           seq_flag <= seq_flag + 1;
           write_or_nah_pt = 0;
           write_or_nah_s = 0;
           end
           end
           else if (seq_flag == 90) begin
           rdy <=1;
           if (en == 1) begin
           scomb_add <= s_rddata;
           seq_flag <= seq_flag + 1;
           write_or_nah_pt = 0;
           write_or_nah_s = 0;
           end
           end
           else if (seq_flag == 95) begin
           rdy <=1;
           if (en == 1) begin
           ct_addr <= temp_addr;
           pad <= scomb_add;
           seq_flag <= seq_flag + 1;
           write_or_nah_pt = 0;
           write_or_nah_s = 0;
           end
           end
           else if (seq_flag == 100) begin
           rdy <=1;
           if (en == 1) begin
           ciphertext <= ct_rddata;
           seq_flag <= seq_flag + 1;
           write_or_nah_pt = 0;
           write_or_nah_s = 0;
           end
           end
           else if (seq_flag == 105) begin
           rdy <=1;
           if (en == 1) begin
           pt_wrdata <= pad ^ ciphertext;
           seq_flag <= seq_flag + 1;
           write_or_nah_pt = 1;
           write_or_nah_s = 0;
           end
           end
           else if (seq_flag == 110) begin
           rdy <=1;
           if (en == 1) begin
           temp_addr <= pt_addr;
           seq_flag <= seq_flag + 1;
           write_or_nah_pt = 0;
           write_or_nah_s = 0;
           end
           end
           else if (seq_flag == 115) begin
           rdy <=1;
           if (en == 1) begin
           ct_addr <= 0;
           pt_addr <= 0;
           seq_flag <= seq_flag + 1;
           write_or_nah_pt = 0;
           write_or_nah_s = 0;
           end
           end
           else if (seq_flag == 120) begin
           rdy <=1;
           if (en == 1) begin
           pt_wrdata <= k;
           seq_flag <= seq_flag + 1;
           write_or_nah_pt = 1;
           write_or_nah_s = 0;
           end
           end
           else if (seq_flag == 125) begin
           rdy <=1;
           if (en == 1) begin
           pt_addr <= temp_addr;
           ct_addr <= temp_addr;
           seq_flag <= seq_flag + 1;
           write_or_nah_pt = 0;
           write_or_nah_s = 0;
           end
           end
           else if (seq_flag !=125 &&
                    seq_flag !=120 && seq_flag !=115 && seq_flag !=110 && seq_flag !=105 &&
                    seq_flag !=100 && seq_flag !=95 && seq_flag !=90 && seq_flag !=85 && seq_flag !=80 &&
                    seq_flag !=75 && seq_flag !=70 && seq_flag !=65 &&
                    seq_flag !=60 && seq_flag !=55 && seq_flag !=50 &&
                    seq_flag !=45 && seq_flag !=40 && seq_flag !=35 &&
                    seq_flag !=30 && seq_flag !=25 && seq_flag !=20 &&
                    seq_flag !=15 && seq_flag !=10 && seq_flag !=5 &&
                    seq_flag !=0) begin
           if (en == 1) begin
           seq_flag <= seq_flag + 1;
           write_or_nah_pt = 0;
           write_or_nah_s = 0;
           end
           end
end
end
end
end
endmodule: prga
==> ./run.sh <==
#!/bin/bash
# OpenROAD 26Q1-2900-gdf79404cd8, Yosys 0.63+post, stock flow scripts
make -C /OpenROAD-flow-scripts/flow DESIGN_CONFIG=/design/flow/config.mk WORK_HOME=/design/flow/orfs finish
==> ./config.mk <==
export PLATFORM = sky130hd
export DESIGN_NAME = prga
export DESIGN_NICKNAME = prga
export VERILOG_FILES = /design/flow/design.v
export SDC_FILE = /design/flow/constraint.sdc
export NUM_CORES = 4
export LEC_CHECK = 1
export CORE_UTILIZATION = 40
==> ./constraint.sdc <==
current_design prga

set clk_period 7.3
set clk_io_pct 0.2

create_clock -name clk0 -period $clk_period [get_ports {clk}]

set non_clock_inputs [all_inputs -no_clocks]
set_input_delay [expr $clk_period * $clk_io_pct] -clock clk0 $non_clock_inputs
set_output_delay [expr $clk_period * $clk_io_pct] -clock clk0 [all_outputs]
==> summary.txt <==
Notes on the physical design

The wire length of the first global-routing pass is 35500 um. In this run the number of H-tree levels came out at 4. The worst setup path is of the reg2reg kind. STA classifies the critical path startpoint as a flop. RePlAce ended its routability-driven mode at a weighted congestion of 0.937. The total inserted antenna cells is 0. The areal power density over the cells is 157 nW/um^2. Setup repair after global routing left no endpoint under its margin. The via count is 7063. The floorplan step set the die width to 149 um.

The shortest clock period the worst path allows after layout is 6170 ps. The final tally of setup violations is 0. The final timing summary puts the cycle share of the worst path at 0.845. The highest attainable clock frequency is 162 MHz. The total leakage power is 4.34 nW.

The delay contributed by the slowest stage of the critical path is 690 ps. The reg-to-reg startpoint is seq_flag[4]. The master of the slowest instance on the critical path is sky130_fd_sc_hd__dfrtp_1.

In the floorplan report the effective utilization is 0.408. Per the final report, max-transition violations number 0. The path type of the worst min-delay path is reg2reg. In this design, the critical path's most frequently occurring cell is sky130_fd_sc_hd__ha_1. The total wirelength of the detailed-routed design is 21700 um. The clock latency reported for the late side of the worst-skew pair is 410 ps. The layout overhead on the synthesized area is 16.3%. The worst hold path depth is 0. The sink count of the clock tree is 130. The number of global-route vias before repair is 6583. The maximum fanout encountered on the critical timing path is 16. The transition time recorded at the tightest slew-check pin is 948 ps. Leaving out fill and tap cells, the most frequent cell in the layout is sky130_fd_sc_hd__dfrtp_1. The number of clock buffers inserted by TritonCTS is 17. The count of state elements after synthesis is 130. Dividing the synthesized area by the synthesized cell count gives 9.31 sq um. After detailed routing, the number of vias per cell comes to 5.59. In the Yosys report the total cell count is 924. For reference, the critical path cell chain is inv_1 -> ha_1 -> inv_1 -> ha_1 -> nand2b_1 -> o21a_1 -> a22oi_2 -> and3_1 -> xnor2_1 -> ha_1 -> nand2_1 -> or3_1 -> o31ai_1 -> or4_1 -> mux2i_2 -> and3_1 -> nor3_1 -> or4_1 -> a21o_1 -> a2111oi_4 -> o221ai_2.

The number of buffers inserted by hold repair at cts is 0. The area fraction in compound gates after synthesis is 0.187. Warnings reported by Yosys during synthesis add up to 1. The worst setup slack after layout is 1130 ps. The timing endpoint of the critical path is rdy. The most used flip-flop cell after synthesis is sky130_fd_sc_hd__dfrtp_1.

The global route stage reports its total congestion overflow as 0. The number of DRC markers in iteration 0 is 443. According to the floorplan report, the placeable core area is 21100 sq um. The count of max-cap constraint violations is 0. The slew check shows that the tightest pin keeps a relative margin of 0.363. The count of cells resized by post-cts repair is 0.

Per the post-synthesis report, the number of cells in the design is 924. The cell count of the worst reg-to-reg path is 21. The proportion of register bits with asynchronous set or reset after synthesis is 0.877. In this run the deepest clock path goes through 2 buffers. The mapped netlist covers 8600 sq um. The remaining routing DRC violations is 0. According to the floorplan report, the die height is 149 um. The post-CTS setup buffer count is 0. The portion of synthesized area spent on multiplexers is 0.0950. The register share after synthesis is 0.388. The ratio of cells with drive above 1 in the final layout is 0.126.

Prior to clock tree synthesis, the placed netlist has a worst setup slack of 1230 ps. The post-route clock skew is 7.61 ps. Data on the critical path is required at its endpoint by 7590 ps. The total tool warning count is 65.

Overall routing resource usage recorded by global route was 0.209. The number of rows created at floorplan is 53. The total die area is 22100 sq um.

The xor-xnor portion of the synthesized cell area is 0.0497. The average detailed-routed wire length per instance is 17.1 um. The flop-to-flop setup slack is 1130 ps.

Leaving out fill and tap cells, the most frequent cells in the layout are sky130_fd_sc_hd__dfrtp_1, sky130_fd_sc_hd__nand2_1, sky130_fd_sc_hd__o21ai_0. The initial antenna violation count is 0. After synthesis, the largest family of logic cells by area is AND-OR/OR-AND gates. For the final routed database, the setup TNS stands at 0 ps. Entering global routing, the biggest net connects 47 pins. During I/O placement, the number of pins put on the boundary was 94. The worst setup path startpoint is seq_flag[4]. In this run, the synthesized area fraction spent on adder and majority cells is recorded as 0.0611. Before antenna repair, the detailed router went through 7 iterations. Per the post-route antenna check, the number of violating nets is 0.

The cell chosen for the clock root is sky130_fd_sc_hd__clkbuf_16. The worst setup path is captured at a flop. The capture instance of the worst register-to-register path is rdy. The CTS tree is yes. The synthesized design contains 16 enable-type register cells. Buffers placed on the I/O ports in this run total 61.

The run finished with clean final reports. In the Yosys stats the netlist draws on 90 distinct library cells. Per the final timing report, the hold violations number 0. Measured on the finished design, the core utilization comes to 0.474. Data arrives at the worst endpoint at 6460 ps. Clock-pin slew was measured on the worst setup and hold paths at 60 ps.

The area fraction in and, or, nand and nor cells after synthesis is 0.181. The highest ir drop seen on vdd is 138 uV. The chip area from the yosys synthesis statistics is 8600 sq um. Once detailed placement completed, the half-perimeter wirelength came to 15800 um.
## area by class of cell
type                            count  area (sq um)
Fill cell                        1989         11100
Multi-Input combinational cell    720          4940
Clock inverter                     10           111
Sequential cell                   130          3340
Clock buffer                       22           444
Inverter                           32           120
Tap cell                          275           344
Timing Repair Buffer               75           713
## power breakdown
| group | leakage [nW] | internal (W) | switching (W) |
|---|---|---|---|
| Clock | 0.268 | 0.000501 | 0.000312 |
| Sequential | 1.68 | 0.000733 | 0 |
| Combinational | 2.38 | 0.0000104 | 0.0000202 |
## through the flow
step / instances / hold WS (ps) / instance area [sq um] / power, W
floorplan: 924 / 419 / 8600 / 0.000749
global placement: 1232 / 428 / 9450 / 0.000778
detailed placement: 1232 / 434 / 9450 / 0.000778
CTS: 1264 / 447 / 10000 / 0.00159
global route: 1264 / 458 / 10000 / 0.00163
finish: 1264 / 445 / 10000 / 0.00158
## worst min path at each step
stage | endpoint | startpoint | slack (ps)
6_report | pad[4] | scomb_add[4] | 440
4_1_cts | pad[6] | scomb_add[6] | 450
5_1_grt | pad[1] | scomb_add[1] | 460
## metal layers
layer | share of wire | up-vias | wire, um | global-route usage
met5 | 0 | - | 0 | 0
met4 | 0.0062 | 0 | 135 | 0.0222
met3 | 0.058 | 9 | 1270 | 0.0297
met2 | 0.45 | 204 | 9810 | 0.318
met1 | 0.48 | 3365 | 10500 | 0.333
li1 | - | 3485 | - | -
## cells in the mapped netlist, types with 6 or more instances
cell	n	area (sq um)
sky130_fd_sc_hd__o21ai_0	71	355
sky130_fd_sc_hd__and2_1	6	37.5
sky130_fd_sc_hd__a22o_1	7	61.3
sky130_fd_sc_hd__o211ai_1	10	75.1
sky130_fd_sc_hd__a31oi_1	8	50.1
sky130_fd_sc_hd__mux2i_1	24	240
sky130_fd_sc_hd__inv_1	30	113
sky130_fd_sc_hd__a21o_1	12	90.1
sky130_fd_sc_hd__o31ai_1	9	67.6
sky130_fd_sc_hd__nor2b_1	16	100
sky130_fd_sc_hd__clkbuf_1	25	93.8
sky130_fd_sc_hd__ha_1	38	475
sky130_fd_sc_hd__mux2_2	50	563
sky130_fd_sc_hd__a21oi_1	55	275
sky130_fd_sc_hd__nand2b_1	6	37.5
sky130_fd_sc_hd__nand3_1	42	210
sky130_fd_sc_hd__buf_2	6	30.0
sky130_fd_sc_hd__xor2_1	10	87.6
sky130_fd_sc_hd__nor2_1	64	240
sky130_fd_sc_hd__o22ai_1	11	68.8
sky130_fd_sc_hd__nor3_1	14	70.1
sky130_fd_sc_hd__buf_6	6	67.6
sky130_fd_sc_hd__and3_1	20	125
sky130_fd_sc_hd__edfxtp_1	16	480
sky130_fd_sc_hd__dfrtp_1	111	2780
sky130_fd_sc_hd__xnor2_1	37	324
sky130_fd_sc_hd__nand4_1	16	100
sky130_fd_sc_hd__nand2_1	102	383
## critical path, delay by kind of cell (launching register included)
| kind | cells | cell delay [ps] |
|---|---|---|
| multiplexers | 1 | 250 |
| buffers and inverters | 2 | 340 |
| AND/OR/NAND/NOR | 8 | 2490 |
| adder cells (fa/ha/maj) | 3 | 780 |
| flip-flops | 1 | 690 |
| AND-OR/OR-AND | 6 | 1240 |
| XOR/XNOR | 1 | 250 |
## kinds of logic after synthesis
kind of cell,count (synthesis)
AOI/OAI and AO/OA,240
xor gates and xnor gates,48
adders and majority gates,41
buffers and inverters,74
DFF,130
muxes,75
and+or+nand+nor,316
No activity file was given, so power comes from the tool's default toggle rates.
